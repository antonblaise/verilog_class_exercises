## /design/flow/run.sh

```bash
#!/bin/bash
# OpenROAD 26Q1-2900-gdf79404cd8, Yosys 0.63+post, stock flow scripts
make -C /OpenROAD-flow-scripts/flow DESIGN_CONFIG=/design/flow/config.mk WORK_HOME=/design/flow/orfs finish
```

## /design/flow/config.mk

```make
export PLATFORM = sky130hd
export DESIGN_NAME = REGFILE1
export DESIGN_NICKNAME = REGFILE1
export VERILOG_FILES = /design/flow/design.v
export SDC_FILE = /design/flow/constraint.sdc
export NUM_CORES = 4
export LEC_CHECK = 1
export CORE_AREA = 10 10 111 111
export DIE_AREA = 0 0 121 121
```

## /design/flow/constraint.sdc

```tcl
current_design REGFILE1

set clk_period 2.0
set clk_io_pct 0.2

create_clock -name clk0 -period $clk_period [get_ports {clk}]

set non_clock_inputs [all_inputs -no_clocks]
set_input_delay [expr $clk_period * $clk_io_pct] -clock clk0 $non_clock_inputs
set_output_delay [expr $clk_period * $clk_io_pct] -clock clk0 [all_outputs]
```

## /design/flow/design.v

```verilog
module REGFILE1 (
	input clk, we,
	input [7:0] Ddata,
	input [1:0] Daddr, Aaddr, Baddr,  
	output [7:0] Adata, Bdata
);
	reg[7:0] RF[3:0];  
	always @ (posedge clk)
	begin
		if(we) RF[Daddr] <= Ddata;
	end
	assign Adata = RF[Aaddr];
	assign Bdata = RF[Baddr];
endmodule
```

==> flow_metrics.env <==
# physical design summary
export IMPL_ys_ff=32
export IMPL_reg_top3="RF: 32 flops"
export IMPL_timing_hold_violations_final=0
export IMPL_period_minus_slack_ps=1950
export IMPL_fp_util_pct=14.0
export IMPL_ctsLongestPathBuffers=2
export IMPL_area_growth_pct=51.0
export IMPL_drive_gt1_share_pct=37.6
export IMPL_io_pins=32
export IMPL_place_inst=224
export IMPL_fin_crit_sh_pct=97.3
export IMPL_die_area_um2=14600
export IMPL_largest_reg_flops=32
export IMPL_synth_cells=56
export IMPL_fin_setup_tns_ps=0
export IMPL_drc=0
export IMPL_area_leaders="edfxtp_1 (69%), mux4_2 (26%), buf_6 (1.6%), and3b_1 (1.3%), clkbuf_2 (0.72%)"
export IMPL_synth_top_cell_area_share_pct=69.4
export IMPL_p_per_area_nw_per_um2=679
export IMPL_cp_data_required_time_ps=1600
export IMPL_nFillCells=1030
export IMPL_firstDrtPassIters=4
export IMPL_maxSlewViolCount=0
export IMPL_antenna_found_initial=0
export IMPL_worstSetupPathType="input pin to primary output"
export IMPL_critical_path_buf_inv_count=4
export IMPL_ir_worst_vdd_mv=0.214
export IMPL_syn_area_um2=1390
export IMPL_numPortBuffers=31
export IMPL_synth_warnings=1
export IMPL_fin_hold_ws_ps=778
export IMPL_rsz0062_at_grt="no"
export IMPL_place_congestion=0.727
export IMPL_tritoncts="yes"
export IMPL_fp_dieH_um=121
export IMPL_slew_headroom_pct=87.8
export IMPL_clk_pin_slew_ps=60
export IMPL_power_leakage_nw=0.704
export IMPL_grt_pass1_wl_mm=4.79
export IMPL_max_stage_delay_ps=470
export IMPL_worstPathArrival_ps=1550
export IMPL_ys_cells=56
export IMPL_drt_antenna_violating_nets=0
export IMPL_crit_family="buffers and inverters"
export IMPL_grt_max_degree=10
export IMPL_post_drt_wl_per_cell_um=12.8
export IMPL_grt_pass1_vias=850
export IMPL_grt_overflow_total=0
export IMPL_fin_cells=242
export IMPL_hold_class="input pin to flop"
export IMPL_fmax_mhz=514
export IMPL_avgViaCountPerCell=3.13
export IMPL_syn_area_per_cell_um2=24.7
export IMPL_status="complete, no violations"
export IMPL_final_util_pct=21.2
export IMPL_setup_violations=0
export IMPL_top_register="RF"
export IMPL_crit_fanout=7
export IMPL_wirelength_mm=3.10
export IMPL_yosys_area_um2=1390
export IMPL_drv_cap=0
export IMPL_numCtsBuffers=5
export IMPL_via_count=757
export IMPL_cp_end_kind="primary output"
export IMPL_tightestPinTransition_ps=182
export IMPL_postSynthSeqShare_pct=69.4
export IMPL_n_antenna_cell=0
export IMPL_rows=36
export IMPL_first_iter_violations=15
export IMPL_synth_cell_types=7
export IMPL_cts_root_buf="clkbuf_8"
export IMPL_grt_total_usage_pct=4.37
export IMPL_yosys_area_top_type="edfxtp_1"
export IMPL_numClockSinks=32
export IMPL_htree_levels=2
export IMPL_die_w_um=121
export IMPL_design_core_area_um2=9860
export IMPL_cp_cell_sequence="clkdlybuf4s15_2 -> buf_12 -> buf_4 -> mux4_2 -> dlygate4sd2_1"
export IMPL_critPathLaunchType="input pin"
export IMPL_warnings=25
export IMPL_crit_path_top_delay_cell="mux4_2"
-- where the power goes --
part | switching, mW | internal (mW)
sequential | 0.0124 | 0.775
clock | 0.191 | 0.241
combinational | 0.0625 | 0.139
total | 0.266 | 1.15
-- timing repair --
item	4_1_cts	5_1_grt
hold buffers	0	0
setup endpoints to repair	16	6
gates cloned	0	0
gates resized	30	6
buffers inserted	9	1
-- synth_stat cells --
cell	n
and3_1	1
mux4_2	16
edfxtp_1	32
buf_6	2
and3b_1	2
clkbuf_2	2
nor3b_1	1
-- path summary, 6_finish.rpt --
kind | from | endpoint | slack (ps) | depth (start not counted)
hold / removal | Ddata[5] | RF[3][5] | 780 | 1
setup / recovery | Aaddr[0] | Adata[3] | 50 | 5
-- routing by layer --
metal	global-route usage [%]	wire length, um	up-vias
met3	2.65	347	0
met2	7.24	1560	38
met5	0	0	-
met1	4.91	1200	367
li1	-	-	352
met4	0.377	0	0
-- layout by cell type, fill, tap and decap left out, drive strengths merged --
cell type       n
edfxtp         32
buf            18
mux4           16
clkdlybuf4s15  13
clkdlybuf4s50  11
dlygate4sd2     7
clkbuf          7
and3b           2
nor3b           1
and3            1
clkinv          1
-- stage by stage --
stage / total power, mW / area, um^2 / setup WS [ps]
after floorplan: 0.870 / 1390 / 536
after global placement: 1.01 / 1940 / -444
after detailed placement: 1.01 / 1940 / -441
after CTS: 1.44 / 2080 / 1.24
after global routing: 1.49 / 2090 / 9.03
final: 1.42 / 2090 / 54.8
-- kinds of logic after synthesis --
logic type | count (synthesis) | share of synthesized area (%)
DFF | 32 | 69.4
buffers and inverters | 4 | 2.35
and+or+nand+nor | 4 | 2.26
muxes | 16 | 26.0
-- final cells by class --
type	count	area [um^2]	area share, %
Sequential cell	32	961	45.9
Timing Repair Buffer	49	493	23.6
Multi-Input combinational cell	20	392	18.7
Tap cell	133	166	7.95
Clock buffer	7	76.3	3.65
Clock inverter	1	3.75	0.179
Power is estimated from default activity; no workload was simulated.
