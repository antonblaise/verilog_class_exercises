==> design/flow/design.v <==
module RAM1 (
	input [9:0] addr,  
	input [7:0] datain,
	input clk, we,
	output [7:0] dataout
);
	reg [7:0] M[0:1023];  
	always@(posedge clk)
	begin
		if(we == 0)
			M[addr] <= datain;
	end
	assign dataout = M[addr];
endmodule
==> design/flow/run.sh <==
#!/bin/bash
# OpenROAD 26Q1-2900-gdf79404cd8, Yosys 0.63+post, stock flow scripts
make -C /OpenROAD-flow-scripts/flow DESIGN_CONFIG=/design/flow/config.mk WORK_HOME=/design/flow/orfs finish
==> design/flow/config.mk <==
export PLATFORM = sky130hd
export DESIGN_NAME = RAM1
export DESIGN_NICKNAME = RAM1
export VERILOG_FILES = /design/flow/design.v
export SDC_FILE = /design/flow/constraint.sdc
export NUM_CORES = 4
export LEC_CHECK = 1
export CORE_UTILIZATION = 40
export SYNTH_MEMORY_MAX_BITS = 65536
==> design/flow/constraint.sdc <==
current_design RAM1

set clk_period 37.0
set clk_io_pct 0.2

create_clock -name clk0 -period $clk_period [get_ports {clk}]

set non_clock_inputs [all_inputs -no_clocks]
set_input_delay [expr $clk_period * $clk_io_pct] -clock clk0 $non_clock_inputs
set_output_delay [expr $clk_period * $clk_io_pct] -clock clk0 [all_outputs]
==> results.py <==
# Auto-generated metrics
metrics = {
    "timing": {
        "worst_slew_pin_slew_ns": 1.432,
        "period_used_share": 0.6316,
        "min_period_ns": 23.37,
        "clock.fmax_mhz": 42.79,
        "setup-tns-final_ns": 0,
        "max_slew_margin": 0.03532,
        "slew_violations": 0,
        "hold_violations": 0,
        "rsz0062_at_grt": "false",
        "setup_violations": 0,
    },
    "global_routing": {
        "grt_max_degree": 122,
        "antenna_found_initial": 60,
        "gr-usage-met2": 0.3473,
        "grt-busiest-layer": "met2",
        "grt_pass1_wl_mm": 1265,
        "grt_usage": 0.2444,
        "use_met1": 0.2878,
        "grt_overflow": 0,
        "first_global_vias": 169700,
        "use_met3": 0.1947,
    },
    "min_path": {
        "min_path_type": "primary input to flip-flop",
        "holdPathEnd": "M[811][7]",
        "holdPathStages": 1,
        "hp-start": "datain[7]",
    },
    "yosys": {
        "top_area_frac": 0.7775,
        "common_cells": "8192 x edfxtp_1, 2847 x mux2i_1, 1192 x o22ai_1, 1152 x nor2_1, 634 x mux4_2",
        "area_leaders": "edfxtp_1 78%, mux2i_1 9.0%, mux4_2 4.5%",
        "synth-edff-count": 8192,
        "syn_area_per_cell_um2": 18.94,
        "synth_top_cell_by_area": "edfxtp_1",
        "synth_flops": 8192,
        "top_cell": "edfxtp_1",
        "syn_area_um2": 316400,
        "postSynthCellCount": 16701,
        "ff_type": "edfxtp_1",
        "synth-async-reset-ratio": 0,
        "ys_seq_frac": 0.7775,
        "synth_cell_types": 62,
        "yosysWarnings": 1,
        "ys_cells": 16701,
        "synth_chip_area_um2": 316400,
    },
    "clock_tree": {
        "clock_sinks": 8192,
        "cts_resized": 0,
        "cts_inserted_buffers": 799,
        "tritoncts": "built",
        "cts_hold_buffers": 0,
        "cts_buffer_depth": 4,
        "cts_setup_buffers": 0,
        "clk_pin_slew_ns": 0.06,
        "h-tree-depth": 6,
        "cts-root-buf": "clkbuf_16",
    },
    "run": {
        "tool_warnings": 47,
        "cap_violations": 0,
    },
    "floorplan": {
        "dieWidth_um": 891.4,
        "top_level_ports": 28,
        "die_h_um": 891.4,
        "core_um2": 788000,
        "floorplan.core_util": 0.4015,
        "die-area_um2": 794500,
        "num_rows": 326,
    },
    "detailed_routing": {
        "finalWirelength_mm": 895.5,
        "vias_per_cell": 5.681,
        "ant_nets": 0,
        "drt-initial-drc-count": 10884,
        "num_vias": 161513,
        "post_drt_wl_per_cell_um": 31.50,
        "dr.pass1.iters": 5,
        "route.detailed.drc": 0,
    },
    "power_and_ir_drop": {
        "power_density_nw_per_um2": 53.17,
        "p_clk_frac": 0.415,
        "power_frac_seq": 0.540,
        "power.net_switching_uw": 4081,
        "combPwrFrac": 0.045,
        "p_int_uw": 14830,
        "switching_share": 0.2158,
        "report.power.total_uw": 18910,
        "p_leak_uw": 0.1159,
        "max-vdd-ir-drop_v": 0.00004523,
    },
    "final_layout": {
        "layout-drive-gt1-share": 0.1423,
        "max_flop_register": "M",
        "design_area_um2": 355700,
        "largest_register_ffs": 8192,
        "syn_to_final_growth_pct": 12.43,
        "reg_top3": "M: 8192 flops",
    },
    "setup_path": {
        "cp-end-kind": "primary output",
        "critPathLaunchType": "primary input",
        "cp_slowest_cell": "or3_1",
        "path_max_fanout": 48,
        "cp.required_ns": 29.60,
        "path_cells": "buf_16, buf_4, buf_4, buf_4, buf_4, buf_4, buf_4, buf_4, mux2i_1, o22ai_1, or4_1, o311a_1, o21ai_1, nand4_1, or3_1, buf_4, clkdlybuf4s50_1",
        "critPathMostFrequentCell": "buf_4",
        "worst-setup-path-type": "primary input to primary output",
        "arrival_ns": 15.97,
        "critPathMaxStageDelay_ns": 0.74,
    },
    "place": {
        "routabilityCongestion": 0.8948,
        "dpl.hpwl_mm": 549.5,
        "place.port_buffers": 27,
        "place_area_um2": 330400,
    },
    "status": {
        "outcome": "finished, final reports clean",
    },
}
-- stage by stage --
stage	util	cells	setup WS, ns	hold slack, ns
finish	0.4514	28431	13.63	6.624
global route	0.4512	28364	13.28	6.588
CTS	0.4511	28335	13.59	6.540
detailed placement	0.4193	26879	13.62	7.825
global placement	0.4193	26879	13.56	7.824
floorplan	-	16701	20.09	7.499
-- cell usage in the layout (no fill, tap or decap), drive strengths merged, types with 5 or more instances in the layout --
| cell type | synthesis | layout |
|---|---|---|
| nor2 | 1153 | 1153 |
| nand4b | 6 | 6 |
| nor4 | 215 | 215 |
| o21ai | 206 | 206 |
| inv | 3 | 35 |
| clkinv | 0 | 354 |
| clkdlybuf4s50 | 0 | 9 |
| bufinv | 0 | 53 |
| mux4 | 634 | 634 |
| nand3 | 81 | 81 |
| buf | 745 | 770 |
| nand4 | 47 | 47 |
| and4 | 7 | 7 |
| mux2 | 6 | 6 |
| o311ai | 7 | 7 |
| nand2 | 236 | 236 |
| edfxtp | 8192 | 8192 |
| diode | 0 | 96 |
| o211a | 6 | 6 |
| o2111ai | 87 | 87 |
| clkinvlp | 0 | 11 |
| a311oi | 14 | 14 |
| a221oi | 51 | 51 |
| nor3 | 127 | 127 |
| a22oi | 198 | 198 |
| o22a | 43 | 43 |
| o311a | 8 | 8 |
| or3 | 5 | 5 |
| a31oi | 12 | 12 |
| a211oi | 12 | 12 |
| nor2b | 10 | 10 |
| mux2i | 2847 | 2847 |
| a32o | 7 | 7 |
| nand4bb | 6 | 6 |
| o22ai | 1192 | 1192 |
| or4 | 46 | 46 |
| a21oi | 59 | 59 |
| clkbuf | 353 | 1007 |
| o211ai | 45 | 45 |
-- cell type report --
cell class	instances	area [µm²]
fill	65656	432300
sequential	8192	246000
multi-input combinational	7408	64970
clock buffer	1006	20860
tap	10496	13130
timing repair buffer	780	6311
clock inverter	450	4185
antenna	96	240.2
inverter	3	16.27
-- critical path, delay by kind of cell --
| kind | cells | cell delay (ns) |
|---|---|---|
| buf+inv | 10 | 5.16 |
| simple gates | 3 | 1.52 |
| compound gates | 3 | 1.23 |
| mux | 1 | 0.29 |
-- power groups by stage --
stage | logic, µW | clock network [µW] | registers, µW
5_1_grt | 904 | 8300 | 10200
6_report | 855 | 7840 | 10200
4_1_cts | 855 | 7950 | 10200
-- per-layer routing --
layer / up-vias / routed length (µm)
li1: 69215 / -
met1: 81532 / 287100
met2: 9038 / 408800
met3: 1618 / 161600
met4: 110 / 36010
met5: - / 1981
-- how the worst max path moves through the flow --
| stage | startpoint | endpoint | cells past startpoint |
|---|---|---|---|
| after CTS | addr[1] | dataout[7] | 17 |
| final | addr[1] | dataout[7] | 17 |
| after global routing | addr[1] | dataout[7] | 17 |
-- cell families (layout without fill, tap and decap cells) --
group | after synthesis | in the layout | synth area share
other | 0 | 96 | 0
AOI/OAI and AO/OA | 1960 | 1960 | 0.04066
DFF | 8192 | 8192 | 0.7775
buffers and inverters | 1101 | 2239 | 0.01878
and+or+nand+nor | 1961 | 1961 | 0.02762
muxes | 3487 | 3487 | 0.1354
Power is estimated from default activity; no workload was simulated.
